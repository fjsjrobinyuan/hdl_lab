==> /design/flow/design.v <==
`timescale 1ns / 1ps
module button_debouncer (
    input clk,                  
    input buttonU, buttonL, buttonR, buttonD, 
    input switch0, switch1,     
    output reg [3:0] step_option, 
    output reg [2:0] hold_option  
);
    reg [19:0] counterU, counterL, counterR, counterD, counterS0, counterS1;
    reg buttonU_state, buttonL_state, buttonR_state, buttonD_state;
    reg switch0_state, switch1_state;
    parameter DEBOUNCE_LIMIT = 20'd1000000;
    always @(posedge clk) begin
        if (buttonU == buttonU_state) begin
            if (counterU < DEBOUNCE_LIMIT)
                counterU <= counterU + 1;
        end else begin
            counterU <= 0;
            buttonU_state <= buttonU;
        end
        if (buttonL == buttonL_state) begin
            if (counterL < DEBOUNCE_LIMIT)
                counterL <= counterL + 1;
        end else begin
            counterL <= 0;
            buttonL_state <= buttonL;
        end
        if (buttonR == buttonR_state) begin
            if (counterR < DEBOUNCE_LIMIT)
                counterR <= counterR + 1;
        end else begin
            counterR <= 0;
            buttonR_state <= buttonR;
        end
        if (buttonD == buttonD_state) begin
            if (counterD < DEBOUNCE_LIMIT)
                counterD <= counterD + 1;
        end else begin
            counterD <= 0;
            buttonD_state <= buttonD;
        end
        if (switch0 == switch0_state) begin
            if (counterS0 < DEBOUNCE_LIMIT)
                counterS0 <= counterS0 + 1;
        end else begin
            counterS0 <= 0;
            switch0_state <= switch0;
        end
        if (switch1 == switch1_state) begin
            if (counterS1 < DEBOUNCE_LIMIT)
                counterS1 <= counterS1 + 1;
        end else begin
            counterS1 <= 0;
            switch1_state <= switch1;
        end
    end
    always @(*) begin
        step_option = 4'b0000;
        if (buttonU_state) step_option = 4'b0001; 
        if (buttonL_state) step_option = 4'b0010; 
        if (buttonR_state) step_option = 4'b0100; 
        if (buttonD_state) step_option = 4'b1000; 
    end
    always @(*) begin
        hold_option = 3'b000;
        if (switch0_state) hold_option = 3'b001; 
        if (switch1_state) hold_option = 3'b010; 
    end
endmodule
`timescale 1ns / 1ps
module clk_div_disp(
    input clk,
    input reset,
    output clk_out
);
    reg [3:0] COUNT;
    assign clk_out = COUNT[3];
    always @(posedge clk) begin
        if (reset)
            COUNT <= 0;
        else
            COUNT <= COUNT + 1;
    end
endmodule
`timescale 1ns / 1ps
module counter_bcd(
    input [3:0] step_option,
    input [2:0] hold_option,
    input clk,
    input reset,
    output reg [15:0] bcd_value,
    output reg flash_slow,
    output reg flash_fast
);
    reg [25:0] clock_divisor;
    reg clk_out_enable;
    parameter MAX_COUNT = 9999;
    reg [13:0] count;
    reg [24:0] flash_fast_divisor;
    reg [3:0] step_option_prev;
    reg [3:0] step_pulse;
    always @(posedge clk) begin
        if (reset) begin
            clock_divisor <= 0;
            clk_out_enable <= 0;
            count <= 0;
            step_option_prev <= 0;
            step_pulse <= 0;
        end else begin
            if (clock_divisor == 26'd50000000 - 1) begin
                clock_divisor <= 0;
                clk_out_enable <= 1;
            end else begin
                clock_divisor <= clock_divisor + 1;
                clk_out_enable <= 0;
            end
            if (clk_out_enable) begin
                step_pulse <= step_option & ~step_option_prev;
                step_option_prev <= step_option;
                if (hold_option == 3'b001)
                    count <= 10;
                else if (hold_option == 3'b010)
                    count <= 205;
                else if (step_pulse != 4'b0000) begin
                    case (step_pulse)
                        4'b0001: count <= (count + 10  > MAX_COUNT) ? MAX_COUNT : count + 10;
                        4'b0010: count <= (count + 180 > MAX_COUNT) ? MAX_COUNT : count + 180;
                        4'b0100: count <= (count + 200 > MAX_COUNT) ? MAX_COUNT : count + 200;
                        4'b1000: count <= (count + 550 > MAX_COUNT) ? MAX_COUNT : count + 550;
                        default: count <= count;
                    endcase
                end 
                else if (count > 0)
                    count <= count - 1;
            end
        end
    end
    always @(posedge clk) begin
        if (reset)
            flash_slow <= 0;
        else if (clk_out_enable) begin
            if (count < 200 && count != 0)
                flash_slow <= ~flash_slow;
            else
                flash_slow <= 0;
        end
    end
    always @(posedge clk) begin
        if (reset) begin
            flash_fast_divisor <= 0;
            flash_fast <= 0;
        end else begin
            if (flash_fast_divisor == 25'd25000000 - 1) begin
                flash_fast_divisor <= 0;
                if (count == 0)
                    flash_fast <= ~flash_fast;
                else
                    flash_fast <= 0;
            end else begin
                flash_fast_divisor <= flash_fast_divisor + 1;
            end
        end
    end
    reg [29:0] conv_data;
    reg [2:0] conv_state;
    reg conv_rdy;
    reg [3:0] conv_sh_counter;
    reg [1:0] conv_add_counter;
    reg conv_start;
    localparam IDLE   = 3'b000;
    localparam SETUP  = 3'b001;
    localparam ADD    = 3'b010;
    localparam SHIFT  = 3'b011;
    localparam DONE   = 3'b100;
    always @(posedge clk) begin
        if (reset)
            conv_start <= 0;
        else if (clk_out_enable)
            conv_start <= 1;
        else if (conv_state == IDLE && conv_rdy)
            conv_start <= 0;
    end
    always @(posedge clk) begin
        if (reset) begin
            conv_state <= IDLE;
            conv_rdy <= 0;
            conv_sh_counter <= 0;
            conv_add_counter <= 0;
            conv_data <= 0;
        end else begin
            if (conv_start && conv_state == IDLE) begin
                conv_data <= {16'b0, count};
                conv_state <= SETUP;
                conv_rdy <= 0;
                conv_sh_counter <= 0;
                conv_add_counter <= 0;
            end else begin
                case(conv_state)
                    IDLE: conv_rdy <= 0;
                    SETUP: conv_state <= ADD;
                    ADD: begin
                        case(conv_add_counter)
                            2'b00: begin
                                if(conv_data[17:14] > 4)
                                    conv_data[29:14] <= conv_data[29:14] + 3;
                                conv_add_counter <= conv_add_counter + 1;
                            end
                            2'b01: begin
                                if(conv_data[21:18] > 4)
                                    conv_data[29:18] <= conv_data[29:18] + 3;
                                conv_add_counter <= conv_add_counter + 1;
                            end
                            2'b10: begin
                                if(conv_data[25:22] > 4)
                                    conv_data[29:22] <= conv_data[29:22] + 3;
                                conv_add_counter <= conv_add_counter + 1;
                            end
                            2'b11: begin
                                if(conv_data[29:26] > 4)
                                    conv_data[29:26] <= conv_data[29:26] + 3;
                                conv_add_counter <= 0;
                                conv_state <= SHIFT;
                            end
                        endcase
                    end
                    SHIFT: begin
                        conv_sh_counter <= conv_sh_counter + 1;
                        conv_data <= conv_data << 1;
                        if(conv_sh_counter == 13) begin
                            conv_sh_counter <= 0;
                            conv_state <= DONE;
                        end else begin
                            conv_state <= ADD;
                        end
                    end
                    DONE: begin
                        conv_rdy <= 1;
                        conv_state <= IDLE;
                    end
                    default: conv_state <= IDLE;
                endcase
            end
        end
    end
    always @(posedge clk) begin
        if (reset)
            bcd_value <= 0;
        else if (conv_rdy)
            bcd_value <= conv_data[29:14];
    end
endmodule
`timescale 1ns / 1ps
module hexto7segment (
    input [3:0] x,
    output reg [6:0] r
);
always @(*) begin
    case (x)
        4'b0000: r = 7'b1000000;  
        4'b0001: r = 7'b1111001;  
        4'b0010: r = 7'b0100100;  
        4'b0011: r = 7'b0110000;  
        4'b0100: r = 7'b0011001;  
        4'b0101: r = 7'b0010010;  
        4'b0110: r = 7'b0000010;  
        4'b0111: r = 7'b1111000;  
        4'b1000: r = 7'b0000000;  
        4'b1001: r = 7'b0010000;  
        default: r = 7'b1111111;  
    endcase
end
endmodule
`timescale 1ns / 1ps
module parking_meter_top(
    input clk,
    input reset,
    input buttonU, buttonL, buttonR, buttonD,
    input switch0, switch1,
    output [3:0] an,
    output [6:0] sseg
);
    wire [3:0] step_option;
    wire [2:0] hold_option;
    wire [15:0] bcd_value;
    wire flash_slow, flash_fast;
    button_debouncer db(
        .clk(clk),
        .buttonU(buttonU),
        .buttonL(buttonL),
        .buttonR(buttonR),
        .buttonD(buttonD),
        .switch0(switch0),
        .switch1(switch1),
        .step_option(step_option),
        .hold_option(hold_option)
    );
    counter_bcd counter(
        .step_option(step_option),
        .hold_option(hold_option),
        .clk(clk),
        .reset(reset),
        .bcd_value(bcd_value),
        .flash_slow(flash_slow),
        .flash_fast(flash_fast)
    );
    time_multiplexing_main display(
        .clk(clk),
        .reset(reset),
        .sw(flash_fast ? 16'hFFFF : (flash_slow ? 16'hFFFF : bcd_value)),
        .an(an),
        .sseg(sseg)
    );
endmodule
`timescale 1ns / 1ps
module time_multiplexing_main(
    input clk,
    input reset,
    input [15:0] sw,
    output [3:0] an,
    output [6:0] sseg
);
    wire [6:0] in0, in1, in2, in3;
    wire slow_clk;
    hexto7segment c1 (.x(sw[3:0]),   .r(in0));
    hexto7segment c2 (.x(sw[7:4]),   .r(in1));
    hexto7segment c3 (.x(sw[11:8]),  .r(in2));
    hexto7segment c4 (.x(sw[15:12]), .r(in3));
    clk_div_disp c5 (.clk(clk), .reset(reset), .clk_out(slow_clk));
    time_mux_state_machine c6(
        .clk(slow_clk),
        .reset(reset),
        .in0(in0),
        .in1(in1),
        .in2(in2),
        .in3(in3),
        .an(an),
        .sseg(sseg)
    );
endmodule
`timescale 1ns / 1ps
module time_mux_state_machine(
    input clk,
    input reset,
    input [6:0] in0,
    input [6:0] in1,
    input [6:0] in2,
    input [6:0] in3,
    output reg [3:0] an,
    output reg [6:0] sseg
);
    reg [1:0] state = 2'b00;
    always @(posedge clk or posedge reset) begin
        if (reset)
            state <= 2'b00;
        else
            state <= state + 1'b1;
    end
    always @(*) begin
        case (state)
            2'b00: begin
                sseg = in0;
                an   = 4'b1110;  
            end
            2'b01: begin
                sseg = in1;
                an   = 4'b1101;  
            end
            2'b10: begin
                sseg = in2;
                an   = 4'b1011;  
            end
            2'b11: begin
                sseg = in3;
                an   = 4'b0111;  
            end
            default: begin
                sseg = 7'b1111111;
                an   = 4'b1111;
            end
        endcase
    end
endmodule
==> /design/flow/run.sh <==
#!/bin/bash
# OpenROAD 26Q1-2900-gdf79404cd8, Yosys 0.63+post, stock flow scripts
make -C /OpenROAD-flow-scripts/flow DESIGN_CONFIG=/design/flow/config.mk WORK_HOME=/design/flow/orfs finish
==> /design/flow/config.mk <==
export PLATFORM = sky130hd
export DESIGN_NAME = parking_meter_top
export DESIGN_NICKNAME = parking_meter_top
export VERILOG_FILES = /design/flow/design.v
export SDC_FILE = /design/flow/constraint.sdc
export NUM_CORES = 4
export LEC_CHECK = 1
export CORE_UTILIZATION = 40
==> /design/flow/constraint.sdc <==
current_design parking_meter_top

set clk_period 8.6
set clk_io_pct 0.2

create_clock -name clk0 -period $clk_period [get_ports {clk}]

set non_clock_inputs [all_inputs -no_clocks]
set_input_delay [expr $clk_period * $clk_io_pct] -clock clk0 $non_clock_inputs
set_output_delay [expr $clk_period * $clk_io_pct] -clock clk0 [all_outputs]
==> PnR_summary.wiki <==
== Run summary ==
{| class="wikitable"
! Metric !! Value
|-
| Dominant synthesized flop cell || dfxtp_1
|-
| Final Hold Violating Endpoints || 0
|-
| Leftover overflow at the end of global routing || 0
|-
| Mean instance size in the synthesized netlist || 7.69 um2
|-
| Leading area contributor after synthesis || dfxtp_1
|-
| Clock-pin slew on the worst setup and hold paths || 0.07 ns
|-
| Synth Register Bits || 147
|-
| Detailed-route wire length || 27.4 mm
|-
| Via count || 9588
|-
| Synth Warn # || 5
|-
| Fraction of final layout cells sized beyond drive strength 1 || 0.0552
|-
| Post-Place Worst Slack || 4.37 ns
|-
| Port Buffers || 18
|-
| Category of cells accounting for the largest share of critical-path delay || AND-OR/OR-AND gates
|-
| Crit path setup slack, layout || 3.87 ns
|-
| Final core utilization || 0.450
|-
| Post-route cell area || 0.0114 mm2
|-
| Pin count of the biggest net entering global routing || 48
|-
| Class of the worst hold path || register to register
|-
| Count leader, synth || nor2_1
|-
| Min Clock Period, post-route || 4.73 ns
|-
| Slew Viols, Final || 0
|-
| Pin slew with the least headroom to its limit || 0.883 ns
|-
| Number of register pins that no clock reaches || 2
|-
| Switching Share || 0.262
|-
| Post-detailed-route count of antenna-violating nets || 0
|-
| Buf/Inv on CP || 2
|-
| Clk buf depth || 2
|-
| Arrival @ worst endpoint || 3.01 ns
|-
| Delay of the slowest cell on the worst path || 0.48 ns
|-
| Combinational power share || 0.022
|-
| Chip area || 0.0268 mm2
|-
| Rel. slew slack || 0.409
|-
| Iter 0 DRT Violations || 646
|-
| Sequential element share of the synthesized area || 0.288
|-
| Max rail drop VDD || 0.000104 V
|-
| Area inside the core boundary || 0.0254 mm2
|-
| Yosys-reported design area after synthesis || 0.0105 mm2
|-
| Share of power burned in the clock network || 0.510
|-
| Horiz. Die Dim || 164 um
|-
| Mapped Cells || 1360
|-
| Internal Dissipation || 1090 uW
|-
| Count of flip-flops with a built-in enable after synthesis || 6
|-
| Post-CTS Setup Repair Bufs || 0
|-
| Slowest cell on the critical path || a2111oi_0
|-
| Pwr Density || 129 mW/mm2
|-
| Cell area after technology mapping || 0.0105 mm2
|-
| Placed wire-length estimate after detailed placement || 19.2 mm
|-
| Top cell types by occurrence after synthesis || 187 x nor2_1, 139 x dfxtp_1, 114 x nand2_1, 80 x a21oi_1, 69 x clkbuf_1
|-
| Chain of cells forming the critical path || or3_1 > inv_1 > ha_1 > nor2_1 > a2111oi_0 > o22ai_1 > o32a_1 > clkdlybuf4s50_1
|-
| Number of global-route vias before repair || 8748
|-
| Count of endpoints without a timing constraint || 6
|-
| Initial antenna violation count || 0
|-
| Unrepaired setup endpoints after global routing || no
|-
| Area after detailed placement || 0.0108 mm2
|-
| Wire length of the first global-routing pass || 45.3 mm
|-
| CTS H-tree depth || 4
|-
| TritonRoute pass-1 iters || 8
|-
| Setup violations, final || 0
|-
| Status || finished clean
|-
| Residual DRC || 0
|-
| FP Util || 0.412
|-
| Vias per cell || 5.74
|-
| Clk ins delay skew pair || 0.43 ns
|-
| Vert. Die Dim || 164 um
|-
| Count of instantiated cells in the yosys netlist || 1360
|-
| Root buffer cell || clkbuf_16
|-
| Number of buffers added by the clock tree synthesis step || 17
|-
| Top-level port count || 19
|-
| Sequential share of power || 0.468
|-
| Routability cong. || 0.951
|-
| Max-Cap Viols || 0
|-
| Highest net fanout along the worst path || 11
|-
| Clock tree from TritonCTS || built
|-
| Distinct lib cells || 88
|-
| PnR Total Power || 1480 uW
|-
| Net Sw Power || 386 uW
|-
| Average detailed-routed wire length per instance || 16.4 um
|-
| Highest achievable clock rate || 0.211 GHz
|-
| Endpoint required time on the critical path || 6.88 ns
|-
| Sum Neg Setup Slack || 0 ns
|-
| Cells taking the most area after synthesis || dfxtp_1 27%, ha_1 7.7%, nor2_1 6.7%, xnor2_1 5.2%, nand2_1 4.1%
|-
| Area fraction of the dominant cell type after synthesis || 0.266
|-
| Kind of critical path || register to output pin
|-
| Nature of the critical path endpoint || output pin
|-
| Part of the cycle the worst path needs || 0.550
|-
| Antenna cells || 0
|-
| Layout filler cell count || 2522
|-
| Worst setup skew after layout || 0.0129 ns
|-
| Leakage power summed over all cells || 0.00392 uW
|-
| Number of warnings the tools reported || 72
|-
| Nature of the critical path startpoint || register
|-
| Ys async rst share || 0.0136
|-
| Standard-cell row count || 58
|-
| Overall fraction of global-route tracks in use || 0.214
|-
| Post-cts hold buffer count || 0
|-
| Area overhead of the layout relative to synthesis || 9.36%
|-
| Post-cts sizing count || 0
|}
## stage by stage
step	hold slack (ns)	instances
2_1_floorplan	0.418	1360
3_3_place_gp	0.434	1638
3_5_place_dp	0.445	1638
4_1_cts	0.455	1670
5_1_grt	0.470	1670
6_report	0.454	1670
## placed cells by master, fill, tap and decap left out, types with 11 or more instances in the layout
master / netlist / final
mux2i_1: 41 / 41
inv_1: 57 / 57
o21ai_0: 68 / 68
or3_1: 16 / 16
nor3_1: 33 / 33
ha_1: 64 / 64
a31oi_1: 18 / 18
clkdlybuf4s50_1: 0 / 17
buf_4: 0 / 17
nor2_1: 187 / 187
and3_1: 17 / 17
o22ai_1: 14 / 14
clkbuf_16: 0 / 17
nand4_1: 18 / 18
xor2_1: 40 / 40
nor4_1: 11 / 11
a21oi_1: 80 / 80
nand3_1: 55 / 55
and2_1: 13 / 13
nand2b_1: 12 / 12
nand2_1: 114 / 114
a211oi_1: 28 / 28
xnor2_1: 62 / 62
dfxtp_1: 139 / 138
## worst reg2reg max path: cells and delay by family, from the launching register on
kind / cells / cell delay, ns
buffers and inverters: 1 / 0.25
adder cells (fa/ha/maj): 1 / 0.29
flip-flops: 1 / 0.69
AND-OR/OR-AND: 8 / 2.58
## power groups by stage
stage | Combinational, uW | Clock, uW | Sequential (uW)
CTS | 32.7 | 772 | 691
global route | 36.3 | 800 | 692
finish | 32.3 | 752 | 691
## final timing paths
kind / from / endpoint / slack [ns] / cells after the start
hold / removal: display.c5.COUNT[0] / display.c5.COUNT[0] / 0.45 / 1
setup reg to reg: counter.count[2] / counter.count[2] / 4.65 / 10
setup / recovery: counter.flash_fast / sseg[5] / 3.87 / 8
hold reg to reg: display.c5.COUNT[0] / display.c5.COUNT[0] / 0.45 / 1
## cell families (layout without fill, tap and decap cells)
group / Yosys count / count (layout) / share of synthesized area
compound gates: 330 / 330 / 0.214
buf+inv: 148 / 128 / 0.0551
mux: 42 / 42 / 0.0403
simple gates: 526 / 526 / 0.240
xor+xnor: 102 / 102 / 0.0855
fa+ha+maj: 65 / 65 / 0.0776
flops: 147 / 147 / 0.288
## sequential cells by signal (all words and copies together), names as in the netlist
name,count
counter.conv_data,30
counter.clock_divisor,26
counter.flash_fast_divisor,25
counter.bcd_value,16
counter.count,14
counter.conv_state,5
counter.conv_sh_counter,4
counter.step_option_prev,4
counter.step_pulse,4
display.c5.COUNT,4
counter.conv_add_counter,2
display.c6.state,2
counter.clk_out_enable,1
counter.conv_rdy,1
counter.conv_start,1
counter.flash_fast,1
counter.flash_slow,1
db.buttonD_state,1
db.buttonL_state,1
db.buttonR_state,1
db.buttonU_state,1
db.switch0_state,1
db.switch1_state,1
## final cells by class
type                       instances  area [um2]  share of cell area
multi-input combinational       1065        6870               0.601
sequential                       147        3010               0.264
clock buffer                      17         425              0.0372
tap                              330         413              0.0361
timing repair buffer              35         303              0.0265
inverter                          61         229              0.0200
clock inverter                    15         183              0.0160
## per-layer routing
metal	vias up	routed length (um)	track usage
met5	-	0	0
met4	0	497	0.0412
met3	40	1610	0.0375
met2	272	12100	0.326
met1	4472	13200	0.325
li1	4804	-	-
Power figures rest on the tool's default switching activity, not on a simulated workload.
